**design.v**
```verilog
`timescale 1ns / 1ps
module top(input clk,rst,tx_enable,
output [7:0] out,
output done);
wire mosi,cs,sclk;
spi instance1(.clk(clk),.rst(rst),.tx_enable(tx_enable), .mosi(mosi), .cs(cs), .sclk(sclk));
spi_slave instance2(.sclk(sclk),.mosi(mosi), .cs(cs), .out(out), .done(done));
endmodule
module spi(input wire clk,
input wire rst,
input wire tx_enable,
output reg mosi,
output reg cs,
output wire sclk);
parameter idle = 2'b00;
parameter start_en = 2'b01;
parameter tx_data = 2'b10;
parameter end_tx = 2'b11;
reg state;
reg next_state;
reg [7:0] din = 8'b00011000;
reg spi_clk = 0;
reg [2:0] count = 0;
reg [2:0] ccount = 0;
integer bit_count = 0;
always@(posedge clk)
begin
case(next_state)
idle:
begin
spi_clk <= 0;
end
start_en:
begin
if(count < 3'b011 || count == 3'b111)
spi_clk <= 1'b1;
else
spi_clk <= 1'b0;
end
tx_data:
begin
if(count < 3'b011 || count == 3'b111)
spi_clk <= 1'b1;
else
spi_clk <= 1'b0;
end
end_tx:
begin
if(count < 3'b011)
spi_clk <= 1'b1;
else
spi_clk <= 1'b0;
end
default spi_clk <= 1'b0;
endcase
end
always @(posedge clk)
begin
if (rst)
state <= idle;
else
state <= next_state;
end
always@(*)
begin
case (state)
idle: 
begin
    mosi = 1'b0;
    cs = 1'b1;
    if(tx_enable)
    next_state = start_en;
    else
    next_state = idle;
    end
start_en: 
begin
     cs =1'b0;
     mosi = 1'b1;
     if(count == 3'b111)
     next_state = tx_data;
     else
     next_state = start_en;
     end
tx_data: 
begin
     mosi = din[7 - bit_count];
     if(bit_count != 8)
     next_state = tx_data;
     else
     begin
     next_state = end_tx;
     mosi=1'b0;
     end    
 end
end_tx: 
begin
     mosi = 1'b0;
     cs = 1'b1;
     if(count == 3'b111)
      next_state = idle;
     else
      next_state = end_tx;
 end
 default: next_state = idle;
 endcase
 end
always@(posedge clk)
begin
case(state)
idle:
begin
count <= 0;
bit_count <= 0;
end
start_en: 
count <= count+1;
tx_data:
 begin
 if(bit_count != 8)
  begin
  if(count < 3'b111)
  count <= count+1;
  else
  begin
  count <= 0;
  bit_count <= bit_count+1;
  end
  end
end
end_tx:
begin
count <= count+1;
bit_count <= 0;
end
default:
begin
count <= 0;
bit_count <= 0;
end
endcase
end
assign sclk = spi_clk;
endmodule
`timescale 1ns / 1ps
module spi_slave(input sclk,mosi,cs,
output [7:0] out,
output reg done);
integer count = 0;
parameter idle = 1'b0;
parameter transaction = 1'b1;
reg state;
reg [7:0] data = 0;
always@(negedge sclk)
begin
case(state)
idle:
begin
done <= 1'b0;
if (cs == 1'b0)
state <= transaction;
else
state <= idle;
end
transaction:
begin
if(count < 8)
begin
count <= count+1;
data <= { data[6:0],mosi };
state <= transaction;
end
else 
begin
count <= 1'b0;
state <= idle;
done <= 1'b1;
end
end
default :
state <= idle;
endcase
end
assign out = data;
endmodule
```
**run.sh**
```bash
#!/bin/bash
# OpenROAD 26Q1-2900-gdf79404cd8, Yosys 0.63+post, stock flow scripts
make -C /OpenROAD-flow-scripts/flow DESIGN_CONFIG=/design/flow/config.mk WORK_HOME=/design/flow/orfs finish
```
**config.mk**
```make
export PLATFORM = sky130hd
export DESIGN_NAME = top
export DESIGN_NICKNAME = top
export VERILOG_FILES = /design/flow/design.v
export SDC_FILE = /design/flow/constraint.sdc
export NUM_CORES = 4
export LEC_CHECK = 1
export CORE_UTILIZATION = 50
```
**constraint.sdc**
```tcl
current_design top

set clk_period 1.8
set clk_io_pct 0.2

create_clock -name clk0 -period $clk_period [get_ports {clk}]

set non_clock_inputs [all_inputs -no_clocks]
set_input_delay [expr $clk_period * $clk_io_pct] -clock clk0 $non_clock_inputs
set_output_delay [expr $clk_period * $clk_io_pct] -clock clk0 [all_outputs]
```
==> run summary <==
Outcome: complete, no violations
Register-to-register path setup slack: 660 ps
Area leader, netlist: edfxtp_1
Adder share: 1.54%
Global Route Usage Sum: 19.7%
OpenROAD warning count: 25
Share of layout cells above drive strength 1: 6.93%
Iteration count of the initial detailed-routing pass: 4
Xor/xnor share: 4.68%
Post-CTS Setup Repair Bufs: 0
Startpoint type of the worst setup path: register
Routability congestion estimate: 0.927
Maximum number of pins on one net before global-route repair: 25
Aoi share: 9.10%
Max Cap Viol: 0
Total power: 681 uW
Hold path depth: 1
Async set or reset register ratio after synthesis: 0%
Register area: 1350 um2
Worst R2R Path Depth: 5
Hold Crit Class: reg -> reg
Area leader share: 50.6%
Cells along the critical path: ha_1, ha_1, inv_1, mux2i_1, nor2_1
FP Rows: 25
Crit end category: register
Top cells by count: 41 x edfxtp_1, 19 x a21oi_1, 18 x nor2_1, 16 x nand2_1, 11 x or4_1
Via count: 1792
Core Util at FP: 51.9%
WP data required: 1900 ps
Detailed router's first-iteration violation count: 151
Delay-heaviest family, CP: flip-flops
Critical Path Most Common Cell: ha_1
Syn-to-layout area delta: 7.61%
Seq/Total Area, Yosys: 55.5%
Die H: 71.8 um
First-pass GRT wire length: 7770 um
DIE AREA: 5150 um2
Boundary Pins: 12
GR Overflow Total: 0
Slowest cell on crit path: dfxtp_1
Sw Ratio: 28.2%
And+or+nand+nor area frac: 25.0%
Int Pwr: 488 uW
Diode count: 0
PD cells: 260 nW/um2
Post-synth area from yosys stat: 2430 um2
Slew @ Worst Pin: 808 ps
Sequential Power Share: 50.5%
Data arrival, critical path: 1240 ps
Yosys warning count: 2
Worst slack at placement: 645 ps
Max FO, Critical Path: 3
Dpl hpwl: 3310 um
Antenna violations before repair: 0
Rel. slew slack: 46.0%
Total Wirelength: 4520 um
Ys cells: 224
Final Hold Violating Endpoints: 0
Fin worst setup slack: 659 ps
CTS Hold Bufs: 0
TNS Setup: 0 ps
Endpoints left unconstrained: 92
Clock transition at path regs: 30 ps
Slew Viols, Final: 0
Per-cell routed wire length: 15.9 um
# fillers: 401
Commonest flop: edfxtp_1
Worst vdd ir: 0.000547 V
Peak per-stage delay on the critical path: 350 ps
Vias per cell: 6.29
RSZ-0062 raised after global routing: false
Core Region: 4690 um2
Port Buf Inserts: 11
Unique cell types: 40
Mux cell area share: 0.411%
Final setup violation count: 0
Cell area after synthesis: 2430 um2
Vias in the first global route: 1688
Dominant comb cell: simple AND/OR/NAND/NOR gates
Net switching power: 192 uW
Clock period minus worst slack: 1140 ps
Fin crit share: 63.4%
F_max: 0.877 GHz
Post-route ant nets: 0
Clock Power Share: 29.4%
Crit. path cell count: 5
H-Tree Depth: 1
Syn_area_per_cell: 10.9 um2
EDFF count, synth: 41
CTS Buf Count: 3
Yosys reg bits: 47
Most frequent cell after synthesis: edfxtp_1
P_leak: 0.816 nW
Register pins left without a clock: 42
Comb power frac: 20.0%
DRC viols: 0
Mapped Cells: 224
CTS tree: yes
Logic area: 1000 um2
Root Driver: clkbuf_8
Cell area leaders: edfxtp_1 51%, dfxtp_1 4.9%, a21oi_1 3.9%, or4_1 3.4%, xor2_1 2.9%
Clock Latency Late Sink: 220 ps
Post-cts resize count: 0
Skew final: 1.13 ps
Critical path class: reg -> reg
Max Root-Sink Buffers: 2
CP Buf/Inv Count: 1
Die width: 71.8 um
## per-layer routing
layer,vias up,part of all wire [%],track usage (%)
met4,0,0.044,1.09
met3,2,5.9,4.14
met1,848,50,35.5
li1,881,-,-
met5,-,0,0
met2,61,44,28.5
## per-stage QoR
step / area [um2] / instances / utilization, % / hold slack, ps
2_1_floorplan: 2430 / 224 / - / 420
3_3_place_gp: 2570 / 281 / 54.9 / 430
3_5_place_dp: 2570 / 281 / 54.9 / 451
4_1_cts: 2620 / 285 / 55.8 / 458
5_1_grt: 2620 / 285 / 55.8 / 473
6_report: 2620 / 285 / 55.8 / 459
## cell families after synthesis
logic type                 Yosys count
AOI/OAI and AO/OA                   37
xor gates and xnor gates            13
adders and majority gates            3
buffers and inverters               17
DFF                                 47
muxes                                1
and+or+nand+nor                    106
## path summary, 6_finish.rpt
| kind | start | endpoint |
|---|---|---|
| setup / recovery | instance1.count[0] | instance1.spi_clk |
| hold / removal | instance1.count[0] | instance1.count[0] |
| setup reg to reg | instance1.count[0] | instance1.spi_clk |
| hold reg to reg | instance1.count[0] | instance1.count[0] |
## flip-flops by register name (all words and copies together) (netlist names)
| register | count |
|---|---|
| instance2.count | 32 |
| instance2.data | 8 |
| instance1.count | 3 |
| instance1.spi_clk | 1 |
| instance1.state | 1 |
| instance2.done | 1 |
| instance2.state | 1 |
## layout by cell type (no fill, tap or decap), types with 2 or more instances in the layout
cell type,netlist,final
edfxtp_1,41,41
a21oi_1,19,19
nor2_1,18,18
nand2_1,16,16
or4_1,11,11
clkdlybuf4s50_1,0,11
nand4_1,10,10
nand3_1,10,10
nor4_1,9,9
xor2_1,8,8
o31ai_1,7,7
inv_1,6,6
o21ai_0,6,6
or3_1,6,6
dfxtp_1,6,6
xnor2_1,5,5
and2_1,4,4
nor3_1,3,3
and4_1,3,3
and3_2,3,3
nor2b_1,3,3
ha_1,3,3
clkbuf_8,0,3
buf_4,2,3
and3_1,2,2
o41ai_1,2,2
nand4b_1,2,2
## final cells by class
| type | count | area share (%) |
|---|---|---|
| sequential | 47 | 51.6 |
| multi-input combinational | 160 | 38.2 |
| timing repair buffer | 14 | 5.06 |
| tap | 54 | 2.58 |
| clock buffer | 4 | 1.72 |
| inverter | 6 | 0.860 |
## power groups by stage
| stage | Clock (mW) | Sequential, mW | Combinational (mW) |
|---|---|---|---|
| CTS | 0.205 | 0.343 | 0.137 |
| global route | 0.220 | 0.354 | 0.156 |
| finish | 0.200 | 0.344 | 0.136 |
Power and IR drop assume default switching activity.
